==> /design/flow/config.mk <==
export PLATFORM = sky130hd
export DESIGN_NAME = lfsr_random
export DESIGN_NICKNAME = lfsr_random
export VERILOG_FILES = /design/flow/design.v
export SDC_FILE = /design/flow/constraint.sdc
export NUM_CORES = 4
export LEC_CHECK = 1
export CORE_AREA = 10 10 70 70
export DIE_AREA = 0 0 80 80
==> /design/flow/constraint.sdc <==
current_design lfsr_random

set clk_period 1.5
set clk_io_pct 0.2

create_clock -name clk0 -period $clk_period [get_ports {clk}]

set non_clock_inputs [all_inputs -no_clocks]
set_input_delay [expr $clk_period * $clk_io_pct] -clock clk0 $non_clock_inputs
set_output_delay [expr $clk_period * $clk_io_pct] -clock clk0 [all_outputs]
==> /design/flow/design.v <==
module lfsr_random (
    input clk,            
    input reset,          
    output reg [7:0] random_number   
);
    reg [7:0] lfsr;       
    wire feedback;        
    assign feedback = lfsr[7] ^ lfsr[5] ^ lfsr[4] ^ lfsr[3];
    always @(posedge clk or posedge reset) begin
        if (reset) begin
            lfsr <= 8'b00000001;   
        end else begin
            lfsr <= {lfsr[6:0], feedback};
        end
    end
    always @(*) begin
        random_number = lfsr;
    end
endmodule
==> /design/flow/run.sh <==
#!/bin/bash
# OpenROAD 26Q1-2900-gdf79404cd8, Yosys 0.63+post, stock flow scripts
make -C /OpenROAD-flow-scripts/flow DESIGN_CONFIG=/design/flow/config.mk WORK_HOME=/design/flow/orfs finish
==> results.txt <==
Entry: Yosys synthesis followed by OpenROAD place and route.

Timing:
- The run gives the smallest hold slack as 0.2809 ns.
- The run gives the final sum of negative setup slack as 0 ns.
- The run gives the final hold violation count as 0.
- Static timing analysis puts the maximum clock frequency at 704.9 MHz.
- The run puts the final number of max-transition violations at 0.
- Per the finish-stage timing summary, setup violations number 0.
- Clock skew on the completed layout was measured at 0.008766 ns.
- The run puts the slew of the pin with the lowest slew margin at 0.3002 ns.
- The run gives the final cycle utilization of the critical path as 0.9457.
- The run gives the setup slack of the critical path after layout as 0.08146 ns.
- Setup repair after global routing left no endpoint under its margin.
- The run gives the post-route minimum period as 1.419 ns.
- The run gives the remaining max-slew budget at the tightest pin as 0.7996.

Flow run:
- Max-cap violations in this run came to 0.
- The run puts the stage-log warning count at 25.

Clock tree:
- The run gives the TritonCTS buffer count as 3.
- TritonCTS built the clock tree.
- The cell sitting at the root of the clock tree is a clkbuf_4.
- The run puts the number of H-tree levels at 1.
- Clock-pin slew was measured on the worst setup and hold paths at 0.06 ns.
- The clock passes through at most 2 buffers.
- The run puts the clock latency on the worst-skew pair at 0.26 ns.
- TritonCTS reports the number of clock sinks as 8.

Worst setup path:
- The run puts the delay of the slowest cell on the worst path at 0.49 ns.
- The run puts the highest net fanout along the worst path at 3.
- The run gives the launching element type of the critical path as a flip-flop.
- The worst setup path is captured at a primary output.
- For reference, the critical path cell chain is clkdlybuf4s50_1.
- The run gives the startpoint of the worst register-to-register path as lfsr[3]$_DFF_PP0_.
- Looking at the critical path, the single cell with the biggest stage delay is clkdlybuf4s50_1.
- The run puts the critical path buffer and inverter count at 1.
- The worst setup path is of the flip-flop to primary output kind.
- The capture point of the worst register-to-register path is recorded as lfsr[0]$_DFF_PP1_.
- The run gives the flop-to-flop setup slack as 0.51 ns.
- The data required time reported for the critical path is 1.20 ns.
- According to the timing report, the arrival time at the worst endpoint equals 1.12 ns.
- The run gives the kind of cell adding the most delay to the critical path as buffers and inverters.
- The run gives the logic depth of the worst register-to-register path as 3.

Hold path:
- Note that the worst hold path type here is input port to asynchronous set/reset pin.

Yosys:
- Counting flops and latches in the post-synthesis netlist gives 8.
- The run puts the count of instantiated cells in the yosys netlist at 12.
- The run puts the Yosys chip area at 231.5 sq um.
- The run puts the netlist area before placement at 231.5 sq um.
- The run gives the sequential share of the synthesized area as 0.8703.
- The run gives the synthesized netlist cell count as 12.
- The run gives the warning count from the yosys run as 1.
- The average instance in the mapped netlist occupies 19.29 sq um.
- After synthesis, the netlist uses 5 different library cells.

Power:
- The run gives the net switching component of the power as 0.00007815 W.
- The power report lists cell-internal power as 0.0003203 W.
- The run gives the sequential share of power as 0.542.
- The run gives the switching share of power as 0.1961.
- The run puts the static power due to leakage at 0.1824 nW.
- The run gives the total power per unit cell area as 968.0 nW/um^2.
- The run puts the proportion of power drawn by combinational gates at 0.017.
- The run puts the clock group share of total power at 0.441.
- The run gives the maximum ir drop on the vdd rail as 0.0005820 V.
- The run gives the final total power as 0.0003985 W.

Finish:
- Compared with the post-synthesis result, the final layout area differs by 77.84%.
- The run puts the proportion of layout cells with a drive suffix above 1 at 0.1923.
- The most common logic cell in the final layout is clkdlybuf4s50_1.
- The register with the most flip-flops in the layout has 8 of them.
- The register with the most flip-flops in the final layout is lfsr.
- The top cell types in the final layout, fill and taps aside, are 8 x clkdlybuf4s50_1, 7 x dfrtp_1, 3 x clkbuf_4.
- The run gives the summed area of non-filler cells in the final layout as 411.6 sq um.
- The largest registers in the layout are lfsr: 8 flops.

Drt:
- In the post-route report, total wirelength is listed as 518 um.
- The run puts the detailed-route vias per instance at 2.028.
- The run puts the mean routed wirelength per cell at 7.194 um.
- For this block, the initial DRC count from the detailed router was 3.
- The DRC violation total left in the routed layout is recorded as 0.
- The run gives the antenna diode count as 0.
- The run gives the first-pass iteration count of the detailed router as 2.
- The run puts the number of nets with antenna violations after detailed routing at 0.
- The run gives the total number of vias as 146.

Floorplanning:
- The run gives the width of the die as 80 um.
- The run gives the height of the die as 80 um.
- The floorplan report gives the top-level pin count as 10.
- The run gives the cell row count as 21.
- The run gives the area of the core as 3416 sq um.
- The run puts the full die area at 6400 sq um.
- The run gives the pre-placement core utilization as 0.06777.

Global routing:
- The number of antenna violations at the first check in global routing came to 0.
- The run puts the global-route wire length before repair at 869 um.
- Entering global routing, the biggest net connects 9 pins.
- The run gives the number of global-route vias before repair as 156.
- The run gives the overall global routing resource usage as 0.01889.
- The run puts the global-route congestion overflow total at 0.

Placement:
- The run gives the setup slack at placement as 0.2285 ns.
- The run puts the routability congestion estimate from global placement at 0.7079.
- In this run the cell area measured after placement is 379.1 sq um.
- The run gives the tally of buffers added on design ports as 9.

Run status:
- The flow ran to the end, and the final reports show no timing, DRC or antenna violations.
area by class of cell:
type	count	area, sq um
multi-input combinational	3	26.28
sequential	8	201.4
fill	397	3004
inverter	1	3.754
clock buffer	4	26.28
tap	46	57.56
timing repair buffer	10	96.34
timing repair:
action	CTS	global route
gates resized	1	0
hold buffers	0	0
endpoints found under the setup margin	1	1
buffers inserted	0	1
synthesized netlist by cell type:
cell type  n  area, sq um
xnor2_1    2        17.52
dfrtp_1    7        175.2
xor2_1     1        8.760
inv_1      1        3.750
dfstp_2    1        26.28
how the worst max path moves through the flow:
stage                 slack [ns]               from  depth (start not counted)          endpoint
final                       0.08  lfsr[4]$_DFF_PP0_                          1  random_number[4]
after CTS                   0.06  lfsr[4]$_DFF_PP0_                          1  random_number[4]
after global routing       0.002  lfsr[4]$_DFF_PP0_                          1  random_number[4]
power by group through the flow:
stage         combinational (W)  sequential [W]  clock [W]
finish               0.00000660        0.000216   0.000176
global route         0.00000775        0.000216   0.000207
CTS                  0.00000688        0.000216   0.000184
stage by stage:
step             util  instances
2_1_floorplan       -         12
3_3_place_gp   0.1110         67
3_5_place_dp   0.1110         67
4_1_cts        0.1183         71
5_1_grt        0.1205         72
6_report       0.1205         72
per-layer routing:
metal  vias up  global-route usage  routed length, um
li1         65                   -                  -
met2        12             0.01124                 93
met1        67             0.02712                272
met5         -                   0                  0
met3         2             0.02727                146
met4         0            0.005282                  5
cell families (layout without fill, tap and decap cells):
logic type,Yosys count,in the layout,synth area share
buffers and inverters,1,15,0.01620
XOR/XNOR,3,3,0.1135
flip-flops,8,8,0.8703
Power is estimated from default activity; no workload was simulated.
