[flow/run.sh]
#!/bin/bash
# OpenROAD 26Q1-2900-gdf79404cd8, Yosys 0.63+post, stock flow scripts
make -C /OpenROAD-flow-scripts/flow DESIGN_CONFIG=/design/flow/config.mk WORK_HOME=/design/flow/orfs finish
[flow/config.mk]
export PLATFORM = sky130hd
export DESIGN_NAME = random_generator
export DESIGN_NICKNAME = random_generator
export VERILOG_FILES = /design/flow/design.v
export SDC_FILE = /design/flow/constraint.sdc
export NUM_CORES = 4
export LEC_CHECK = 1
export CORE_AREA = 10 10 81 81
export DIE_AREA = 0 0 91 91
[flow/design.v]
module random_generator (
    input wire clk,          
    input wire reset,        
    output reg [7:0] random_number   
);
    reg [15:0] counter;      
    reg [7:0] noise;         
    always @(posedge clk or posedge reset) begin
        if (reset) begin
            counter <= 16'b0;            
            noise <= 8'b10101010;        
        end else begin
            counter <= counter + 1;
            noise <= {noise[6:0], noise[7] ^ noise[5] ^ noise[3] ^ noise[1]};
        end
    end
    always @(*) begin
        random_number = counter[7:0] ^ noise;
    end
endmodule
[flow/constraint.sdc]
current_design random_generator

set clk_period 1.7
set clk_io_pct 0.2

create_clock -name clk0 -period $clk_period [get_ports {clk}]

set non_clock_inputs [all_inputs -no_clocks]
set_input_delay [expr $clk_period * $clk_io_pct] -clock clk0 $non_clock_inputs
set_output_delay [expr $clk_period * $clk_io_pct] -clock clk0 [all_outputs]
==> run summary <==
fresh numbers from the pnr run: H-tree depth 1, worst skew pair latency roughly 0.24 ns, FFs w/ async S/R, synth 100%, die area approximately 8300 um^2, gr ovfl total 0, Gate Area about 210 um^2, number of enable flip-flop cells 0, Final Non-Filler Cells 129, RR Startpoint counter[0]$_DFF_PP0_, CTS max path bufs 2, leakage power about 0.00044 uW, Synth Cell Area a little over 600 um^2, PortBufs 9, status finished, final reports clean, CP top delay family buffers and inverters, startpoint type of the worst setup path flop, initial DRC count 22, fin crit share around 96%, HP Start noise[6]$_DFF_PP0_, Crit Path Class reg2out, WL per Instance 9.16 um, routability congestion estimate 0.713, register area share after synthesis 65.7%, ant diodes 0, final hold vios 0, setup TNS 0 ns, CP max FO 3, max_slew headroom between 60% and 70%, fp util about an eighth, Yosys top cell by instances dfrtp_1, Synth Instances approximately 43, die width between 90 and 100 um, CTS tree yes, clock slew at reported path FFs roughly 0.060 ns, number of global-route vias before repair ~410, Total GRT Usage under 10%, Crit path arrival time roughly 1.3 ns, crit-path cells xor2_1 -> clkdlybuf4s50_1, Levels on crit path 2, Avg Cell Area, Syn 14.3 um^2, CP bufs+invs 1, First-pass DRT Iterations 2, Die H around 91 um, Synth area leaders dfrtp_1 (49%), dfstp_2 (17%), xor2_1 (14%), xnor2_1 (9.9%), nand3_1 (4.1%), cts bufs inserted 3, Routed WL 1180 um, DP HPWL around 850 um, Fillers between 500 and 600, reg2reg setup slack a little over 0.6 ns, CTS Sinks 16, RSZ-0062 raised after global routing no, DRT antenna net count 0, Max IR drop VDD 0.269 mV, final setup vio count 0, vias post-DR 367, Max Cap Viol 0, clock root cell clkbuf_8, power per cell area about 760 nW/um^2, synth warn 1, Max Slew Vio Count 0, Tightest Pin Transition 0.596 ns, hold_buf cts 0, drc violations 0, Synth Flop Type dfrtp_1, Hold EP noise[7]$_DFF_PP1_, reg2reg path depth 4, crit path DRT around 1.4 ns, Chip Area, Yosys around 620 um^2, Synth top cells by count dfrtp_1 (12), xor2_1 (10), xnor2_1 (7), Area leader share 48.7%, Via density around 2.8, Hold WC Path Type reg2reg, synth unique cells 9, largest area contributor in the synthesized netlist dfrtp_1, Post-synth regs 16, share of layout cells above drive strength 1 24.2%, first-pass GRT wire length around 2000 um, # IOs 10, Critical Path Max Stage Delay about 0.48 ns, synthesis-to-layout area growth 44.0%, Placed Cells incl. Taps around 120, Reg-to-Reg End counter[6]$_DFF_PP0_, # Cells Yosys 43, Final Skew ~0.00036 ns, Reg area around 410 um^2, cell row count 25, Setup crit end kind primary output, core outline area just under 5000 um^2, fmax 0.611 GHz, tool warnings 25, crit path max-delay cell type clkdlybuf4s50_1, minimum clock period around 1.6 ns, largest net degree at the start of global routing 17, worst hold path depth 0, initial antenna violation count 0
## timing repair
action	4_1_cts	5_1_grt
setup buffers	5	1
cloned	0	0
gates resized	5	2
endpoints found under the setup margin	6	2
pin swaps	0	1
## worst max path at each step
stage / startpoint / end
CTS: counter[4]$_DFF_PP0_ / random_number[4]
global route: counter[6]$_DFF_PP0_ / random_number[6]
finish: counter[6]$_DFF_PP0_ / random_number[6]
## cells by family (layout without fill, tap and decap cells)
kind of cell	after synthesis	count (layout)	synth area share (%)
adders and majority gates	1	1	2.03
buffers and inverters	2	21	1.22
xor gates and xnor gates	17	17	24.1
and+or+nand+nor	7	7	6.90
DFF	16	16	65.7
## placed cells by master (no fill, tap or decap)
master,instances
inv_1,2
xor2_2,1
xor2_1,9
nand3_1,5
xnor2_1,7
dlygate4sd2_1,4
clkbuf_1,1
dfrtp_1,12
clkdlybuf4s50_1,3
dfstp_2,4
and3_4,1
dlymetal6s2s_1,2
buf_4,6
clkbuf_8,3
and3_1,1
ha_1,1
## power breakdown
group          total [uW]  switching, uW  internal, uW
Clock                 280            114           166
Combinational        9.39           7.25          2.14
Sequential            382              0           382
## cell type report
class / instances / share of cell area [%]
clock buffer: 4 / 5.07
sequential: 16 / 45.6
tap: 67 / 9.44
inverter: 2 / 0.845
multi-input combinational: 25 / 23.8
timing repair buffer: 15 / 15.2
## worst register-to-register path: cells and delay by family, from the launching register on
family	cells	cell delay (ns)
simple gates	1	0.12
buf+inv	1	0.16
xor+xnor	1	0.12
flops	1	0.38
fa+ha+maj	1	0.24
## metal layers
layer | wire, um | share of wire [%] | GRT usage, % | vias up
met5 | 0 | 0 | 0 | -
met2 | 528 | 45 | 4.47 | 10
met3 | 97 | 8.2 | 1.91 | 2
li1 | - | - | - | 173
met1 | 542 | 46 | 3.94 | 182
met4 | 13 | 1.1 | 0.522 | 0
## per-stage QoR
stage | area, um^2 | setup WS (ns) | hold WS [ns] | util, % | power [uW]
after floorplan | 617 | 0.733 | 0.251 | - | 394
after global placement | 791 | 0.0903 | 0.384 | 16.4 | 398
after detailed placement | 791 | 0.124 | 0.384 | 16.4 | 398
after CTS | 876 | 0.00486 | 0.403 | 18.2 | 681
after global routing | 888 | 0.00173 | 0.409 | 18.4 | 706
final | 888 | 0.0640 | 0.394 | 18.4 | 671
## flip-flops by register name, summed over array words and instances (netlist names)
signal   flops
noise        8
counter      8
Power and IR drop assume default switching activity.
